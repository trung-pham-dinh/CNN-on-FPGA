**flow/design.v**
```verilog
`timescale 1ns / 1ps
module in_addr_gen(
clk,rst,
stride,
width,
channel,
addr_inc,
addr_r0, addr_r1, addr_r2,
channel_end_out
    );
    parameter BRAM_ADDR_BIT = 32;
    input clk, rst, addr_inc;
    input [11:0]width, channel;
    input [2:0] stride;
    output reg [BRAM_ADDR_BIT-1:0]addr_r0, addr_r1, addr_r2;
    output reg channel_end_out;
    reg [11:0]col_cnt;
    reg [11:0]row_cnt;
    reg [11:0]channel_cnt;
    wire row_end,channel_end,img_end;
    assign row_end = width < col_cnt+ 3 + stride;
    assign channel_end = width < row_cnt+ 3 + stride;
    assign img_end = channel_cnt==channel-1;
    always@(posedge clk) begin
        if(rst) begin
            col_cnt <= 0;
        end
        else if(addr_inc)begin
            if(row_end) begin
                col_cnt <= 0;
            end
            else begin
                col_cnt <= col_cnt+stride;
            end
        end
    end
    always@(posedge clk) begin
        if(rst) begin
            row_cnt <= 0;
        end
        else if(addr_inc)begin
            if(row_end) begin
                if(channel_end) begin
                    row_cnt <= 0;
                end
                else begin
                    row_cnt <= row_cnt+stride;
                end
            end
        end
    end
    always@(posedge clk) begin
        if(rst) begin
            channel_cnt <= 0;
        end
        else if(addr_inc)begin
            if(row_end & channel_end) begin
                if(img_end) begin
                    channel_cnt <= 0;
                end
                else begin
                    channel_cnt <= channel_cnt+1;
                end
            end
        end
    end
    always@(posedge clk) begin
        if(rst) begin
            addr_r0<=0;
            addr_r1<= width;
            addr_r2<= {width, 1'b0};
            channel_end_out <= 0;
        end
        else if(addr_inc)begin
            if(img_end & channel_end & row_end) begin
                addr_r0<=0;
                addr_r1<= width;
                addr_r2<= {width, 1'b0};
                channel_end_out <= 1;
            end
            else if(channel_end & row_end) begin
                if(stride == 4) begin
                    if(width - row_cnt-3 == 0)begin
                        addr_r0<=addr_r0 -col_cnt + {width, 1'b0} + (width );
                        addr_r1<=addr_r1 -col_cnt + {width, 1'b0} + (width );
                        addr_r2<=addr_r2 -col_cnt + {width, 1'b0} + (width );
                        channel_end_out <= 1;
                    end
                    else if (width - row_cnt-3 == 1) begin
                        addr_r0<=addr_r0 -col_cnt + {width, 1'b0} + (width << 1 );
                        addr_r1<=addr_r1 -col_cnt + {width, 1'b0} + (width << 1 );
                        addr_r2<=addr_r2 -col_cnt + {width, 1'b0} + (width << 1 );
                        channel_end_out <= 1;
                    end
                    else if (width - row_cnt-3 == 2) begin
                        addr_r0<=addr_r0 + (width-col_cnt) + {width, 1'b0} + (width << 1 );
                        addr_r1<=addr_r1 + (width-col_cnt) + {width, 1'b0} + (width << 1 );
                        addr_r2<=addr_r2 + (width-col_cnt) + {width, 1'b0} + (width << 1 );
                        channel_end_out <= 1;
                    end 
                    else begin
                        addr_r0<=addr_r0 -col_cnt + {width, 1'b0} + (width << 2 );
                        addr_r1<=addr_r1 -col_cnt + {width, 1'b0} + (width << 2 );
                        addr_r2<=addr_r2 -col_cnt + {width, 1'b0} + (width << 2 );
                        channel_end_out <= 1;
                    end
                end
                else begin
                    addr_r0<=addr_r0 -col_cnt + {width, 1'b0} + (width << (width - row_cnt-3));
                    addr_r1<=addr_r1 -col_cnt + {width, 1'b0} + (width << (width - row_cnt-3));
                    addr_r2<=addr_r2 -col_cnt + {width, 1'b0} + (width << (width - row_cnt-3));
                    channel_end_out <= 1;
                end
            end
            else if(row_end) begin
                if(stride == 4) begin
                    addr_r0<= addr_r0 - col_cnt + (width<<2);
                    addr_r1<= addr_r1 - col_cnt + (width<<2);
                    addr_r2<= addr_r2 - col_cnt + (width<<2);
                end
                else begin
                    addr_r0<= addr_r0 - col_cnt + (width<<(stride -1));
                    addr_r1<= addr_r1 - col_cnt + (width<<(stride -1));
                    addr_r2<= addr_r2 - col_cnt + (width<<(stride -1));
                end
            end
            else begin
                addr_r0<=addr_r0+stride;
                addr_r1<=addr_r1+stride;
                addr_r2<=addr_r2+stride;
                channel_end_out <= 0;
            end
        end
    end
endmodule
`timescale 1ns / 1ps
module load_activation(
clk, rst,
stride,width,channel,
load_start,
activate0,activate1,activate2,
done,
channel_end,
BRAM_clk,
BRAM_en,
BRAM_rst,
BRAM_din,
BRAM_wen,
BRAM_0_addr,
BRAM_0_dout,
BRAM_1_addr,
BRAM_1_dout,
    );
    parameter BRAM_ADDR_BIT = 32;
    parameter BRAM_WIDTH = 32;
    parameter WEIGHT_WIDTH = 8;
    parameter BRAM_BYTE = BRAM_ADDR_BIT/8;
    localparam STATE_IDLE = 0;
    localparam STATE_WAIT = 1;
    localparam STATE_LOAD_2 = 2;
    localparam STATE_LOAD_1 = 3;
    input clk,rst,load_start;
    input [11:0]width,channel;
    input [2:0]stride;
    output reg done;
    output [3*WEIGHT_WIDTH-1:0]activate0,activate1,activate2;
    output wire channel_end;
    output                          BRAM_clk,BRAM_en,BRAM_rst;
    output [BRAM_WIDTH-1:0]         BRAM_din;
    output [BRAM_BYTE-1:0]          BRAM_wen;
    output [BRAM_ADDR_BIT-1:0]      BRAM_0_addr,BRAM_1_addr;
    input  [BRAM_WIDTH-1:0]         BRAM_0_dout,BRAM_1_dout;
    reg [1:0]state;
    reg [9*WEIGHT_WIDTH-1:0]activate;
    reg [1:0]cnt[0:1];
    reg addr_inc;
    reg switch_addr;
    reg [1:0]addr_offset[0:1];
    wire [BRAM_ADDR_BIT-1:0] addr_r0, addr_r1, addr_r2;
    assign BRAM_clk = clk;
    assign BRAM_en = 1;
    assign BRAM_rst = 0;
    assign BRAM_din = 0;
    assign BRAM_wen = 0;
    assign BRAM_0_addr = (~switch_addr)? (addr_r0 + cnt[0]):(addr_r2 + cnt[0]);
    assign BRAM_1_addr = addr_r1 + cnt[0];
    assign activate0 = activate[0 +:24];
    assign activate1 = activate[24+:24];
    assign activate2 = activate[48+:24];
    in_addr_gen #(.BRAM_ADDR_BIT(BRAM_ADDR_BIT))gen_addr
                (.clk(clk), .rst(rst),
                .stride(stride),
                .width(width),
                .channel(channel),
                .addr_inc(addr_inc),
                .addr_r0(addr_r0), .addr_r1(addr_r1), .addr_r2(addr_r2), .channel_end_out(channel_end));
    always@(posedge clk) begin
        if(rst) begin
            cnt[0] <= 0;
            switch_addr <= 0;
        end
        else if(state!=STATE_IDLE)begin
            if(cnt[0] == 2) begin
                cnt[0] <= 0;
                switch_addr <= ~switch_addr;
            end
            else begin
                cnt[0] <= (cnt[0] == 2)? 0:cnt[0]+1;
            end
        end
        else begin
            cnt[0] <= 0;
        end
    end
    always@(posedge clk) begin
        if(rst) begin
            cnt[1] <= 0;
        end
        else begin
            cnt[1] <= cnt[0];
        end
    end
    always@(posedge clk) begin
        if(rst) begin
            state <= STATE_IDLE;
            activate<= 0;
            addr_inc <= 0;
            done <= 0;
        end
        else begin
            case(state)
                STATE_IDLE: begin
                    if(load_start) begin
                        state <= STATE_WAIT;
                        done <= 0;
                    end
                    addr_inc <= 0;
                end
                STATE_WAIT: begin
                    state <= STATE_LOAD_2;
                end
                STATE_LOAD_2: begin
                    activate[{(2'd2 - cnt[1]), 3'b0} +:8] <= BRAM_0_dout[{addr_offset[0],3'b0}+:8];
                    activate[({(2'd2 - cnt[1]), 3'b0}+24) +:8] <= BRAM_1_dout[{addr_offset[1],3'b0}+:8];
                    if(cnt[1] == 2) begin
                        state <= STATE_LOAD_1;
                    end
                end
                STATE_LOAD_1: begin
                    activate[({(2'd2 - cnt[1]), 3'b0}+48) +:8] <= BRAM_0_dout[{addr_offset[0],3'b0}+:8];
                    if(cnt[1] == 2) begin
                        state <= STATE_IDLE;
                        addr_inc <= 1;
                        done <= 1;
                    end
                end
            endcase
        end
    end
    always@(posedge clk) begin
        if(rst) begin
            addr_offset[0] <= 0;
            addr_offset[1] <= 0;
        end
        else begin
            addr_offset[0] <= BRAM_0_addr[1:0];
            addr_offset[1] <= BRAM_1_addr[1:0];
        end
    end
endmodule
```
**flow/run.sh**
```bash
#!/bin/bash
# OpenROAD 26Q1-2900-gdf79404cd8, Yosys 0.63+post, stock flow scripts
make -C /OpenROAD-flow-scripts/flow DESIGN_CONFIG=/design/flow/config.mk WORK_HOME=/design/flow/orfs finish
```
**flow/config.mk**
```make
export PLATFORM = sky130hd
export DESIGN_NAME = load_activation
export DESIGN_NICKNAME = load_activation
export VERILOG_FILES = /design/flow/design.v
export SDC_FILE = /design/flow/constraint.sdc
export NUM_CORES = 4
export LEC_CHECK = 1
export CORE_UTILIZATION = 40
```
**flow/constraint.sdc**
```tcl
current_design load_activation

set clk_period 31.7
set clk_io_pct 0.2

create_clock -name clk0 -period $clk_period [get_ports {clk}]

set non_clock_inputs [all_inputs -no_clocks]
set_input_delay [expr $clk_period * $clk_io_pct] -clock clk0 $non_clock_inputs
set_output_delay [expr $clk_period * $clk_io_pct] -clock clk0 [all_outputs]
```
==> results.sh <==
# yosys + openroad results
export IMPL_pre_cts_slack_ns=9.143
export IMPL_synth_area_top_cells="ha_1 (15%), xnor2_1 (9.8%), dfxtp_1 (7.4%), a21oi_1 (6.1%), o21ai_0 (4.8%)"
export IMPL_gr_total_overflow=0
export IMPL_ys_ff=218
export IMPL_layout_drive_gt1_share_pct=5.751
export IMPL_ff_type="dfxtp_1"
export IMPL_syn_inst=7461
export IMPL_warning_count=45
export IMPL_critPathLaunchType="clock port"
export IMPL_clk_latency_ns=0.73
export IMPL_avgViaCountPerCell=6.239
export IMPL_yosysMostFrequentCell="nor2_1"
export IMPL_clkTransAtPathRegs_ns=0.06
export IMPL_wl_um=248000
export IMPL_setup_slack_ns=8.885
export IMPL_post_cts_buffers=0
export IMPL_rsz0062_at_grt="no"
export IMPL_worstPathRequired_ns=25.36
export IMPL_cts_hold_buf=0
export IMPL_nFillCells=13180
export IMPL_syn_area_sq_mm=0.05283
export IMPL_tns_ns=0
export IMPL_routedWlPerCell_um=26.40
export IMPL_die_y_um=365.4
export IMPL_die_x_um=365.4
export IMPL_dp_hpwl_um=193500
export IMPL_vdd_ir_drop_worst_v=0.00003433
export IMPL_cap_violations=0
export IMPL_synth_seq_share_pct=8.715
export IMPL_synth_cell_types=116
export IMPL_grt_max_degree=70
export IMPL_slew_violations=0
export IMPL_total_power_mw=2.267
export IMPL_slew_headroom_pct=29.75
export IMPL_cts_tree="yes"
export IMPL_core_sq_mm=0.1303
export IMPL_grt_pass1_vias=55360
export IMPL_cp_max_fo=2
export IMPL_largest_area_cell="ha_1"
export IMPL_end_kind="output port"
export IMPL_gp_congestion=1.045
export IMPL_port_buffers=232
export IMPL_antenna_found_initial=9
export IMPL_dieArea_sq_mm=0.1335
export IMPL_area_delta_synth_final_pct=11.48
export IMPL_async_flop_share_pct=0
export IMPL_worst_hold_slack_ns=0.4764
export IMPL_fp_util_pct=40.54
export IMPL_hold_viol=0
export IMPL_drt_pass1_iter_count=7
export IMPL_placed_area_sq_mm=0.05767
export IMPL_drt_iter0_drc=5219
export IMPL_synth_warnings=4
export IMPL_pwr_density_cell_mw_per_mm2=38.49
export IMPL_post_cts_resized=0
export IMPL_synth_area_per_cell_sq_um=7.081
export IMPL_top_cells_by_count="nor2_1 (673), a21oi_1 (649), ha_1 (631), nand2_1 (608), xnor2_1 (594)"
export IMPL_p_leak_nw=24.67
export IMPL_hp_class="reg -> reg"
export IMPL_reg2reg_slack_ns=21.43
export IMPL_worstPathArrival_ns=16.48
export IMPL_fin_skew_ns=0.02716
export IMPL_top_cell_area_share_pct=14.94
export IMPL_vias=58610
export IMPL_rows=132
export IMPL_postRouteAntennaNets=0
export IMPL_yosys_cells=7461
export IMPL_ios=271
export IMPL_setup_viol=0
export IMPL_grt_pass1_wl_um=361800
export IMPL_status="finished, final reports clean"
export IMPL_grtUsageTotal_pct=37.31
export IMPL_synth_chip_area_sq_mm=0.05283
export IMPL_edf_count=24
export IMPL_final_area_sq_mm=0.05890
export IMPL_worstMarginPinSlew_ns=1.050
export IMPL_worstSetupPathType="clk -> out"
export IMPL_drc_errors=0
==> per-stage QoR <==
| stage | std cells | utilization [%] |
|---|---|---|
| 2_1_floorplan | 7497 | - |
| 3_3_place_gp | 9329 | 44.26 |
| 3_5_place_dp | 9329 | 44.26 |
| 4_1_cts | 9393 | 45.20 |
| 5_1_grt | 9393 | 45.20 |
| 6_report | 9394 | 45.20 |
==> worst max-delay path, stage by stage <==
cell and delay, ns:
clkbuf_16 0.12, clkbuf_16 0.12, clkdlybuf4s50_1 0.38
==> cells by family after synthesis <==
kind of cell | Yosys count | share of synthesized area, %
and+or+nand+nor | 2355 | 21.38
buffers and inverters | 846 | 6.340
DFF | 218 | 8.715
AOI/OAI and AO/OA | 2418 | 29.91
other | 2 | 0.01422
xor gates and xnor gates | 826 | 13.76
muxes | 90 | 2.148
adders and majority gates | 706 | 17.73
==> final timing paths <==
path | endpoint | cells after the start | start
worst min register to register | activate[61] | 1 | activate[61]
worst max register to register | gen_addr.addr_r2[28] | 35 | gen_addr.col_cnt[1]
worst min-delay path | activate[61] | 1 | activate[61]
worst max-delay path | BRAM_clk | 3 | clk
==> flip-flops by register name, indices dropped and copies added (netlist names) <==
signal	cells
addr_offset	4
activate	72
gen_addr.col_cnt	12
done	1
gen_addr.channel_cnt	12
gen_addr.addr_r2	32
switch_addr	1
gen_addr.channel_end_out	1
cnt	4
gen_addr.row_cnt	12
addr_inc	1
gen_addr.addr_r1	32
gen_addr.addr_r0	32
state	2
==> routing by layer <==
layer | routed length, um | track usage [%] | vias to the layer above
li1 | - | - | 27560
met4 | 13390 | 16.56 | 10
met3 | 27120 | 10.85 | 593
met5 | 78 | 0 | -
met2 | 106500 | 56.57 | 2742
met1 | 100900 | 49.30 | 27710
==> power by group <==
group,switching (mW),internal [mW]
combinational,0.921,0.597
clock,0.182,0.250
sequential,0.0206,0.297
total,1.12,1.14
==> placed cells by master, fill, tap and decap left out, types with 59 or more instances in the layout <==
cell type and n:
or3_1 79, and3_1 59, inv_1 469, xnor2_1 594, a22oi_1 63, nand3_1 196
nor3_1 205, a211oi_1 132, nor4_1 59, nand2b_1 67, o21ai_0 507, fa_1 72
nor2_1 668, ha_1 631, mux2i_1 60, xor2_1 229, o211ai_1 103, and2_1 70
a21o_1 205, a21oi_1 649, dfxtp_1 193, o21bai_1 84, nor2b_1 95, nand4_1 101
clkdlybuf4s50_1 225, buf_4 224, nand2_1 600
==> area by class of cell <==
cell class	instances	area, sq um	area share, %
sequential	218	4608	7.824
multi-input combinational	6433	45110	76.60
antenna	1	2.502	0.004249
tap	1742	2180	3.701
clock buffer	51	1087	1.846
inverter	481	1805	3.065
clock inverter	14	146.4	0.2485
timing repair buffer	454	3954	6.713
No activity file was given, so power comes from the tool's default toggle rates.
