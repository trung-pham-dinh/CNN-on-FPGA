==> design/flow/design.v <==
`timescale 1ns / 1ps
module ConvoFIFO(
    clk,
    rst,
    ren,
    wen,
    in,
    row_len,
    stride,
    out2,
    out1,
    out0,
    load_done,
    empty,
    full,
    cnt
    );
parameter WIDTH = 8;
parameter ADDR_BIT = 5;
localparam DEPTH = 2**ADDR_BIT;
input   wire                    clk;
input   wire                    rst;
input   wire                    ren;
input   wire                    wen;
input   wire    [WIDTH-1:0]     in;
input   wire    [ADDR_BIT-1:0]  row_len;
input   wire    [2:0]           stride;
output  reg     [3*WIDTH-1:0]   out2;
output  reg     [3*WIDTH-1:0]   out1;
output  reg     [3*WIDTH-1:0]   out0;
output  wire                    load_done;
output  wire                    empty;
output  wire                    full;
output  reg     [ADDR_BIT:0]    cnt;  
reg [WIDTH-1:0]      mem [DEPTH-1:0];
reg  [ADDR_BIT:0]  outAddr22;
wire [ADDR_BIT-1:0]  outAddr21;
wire [ADDR_BIT-1:0]  outAddr20;
wire [ADDR_BIT-1:0]  outAddr12;
wire [ADDR_BIT-1:0]  outAddr11;
wire [ADDR_BIT-1:0]  outAddr10;
wire [ADDR_BIT-1:0]  outAddr02;
wire [ADDR_BIT-1:0]  outAddr01;
wire [ADDR_BIT-1:0]  outAddr00;
reg [ADDR_BIT:0]   inAddr;
integer i;
assign empty = (inAddr == outAddr22);
assign full = (inAddr[ADDR_BIT-1:0] == outAddr22[ADDR_BIT-1:0]) & (inAddr[ADDR_BIT] != outAddr22[ADDR_BIT]);
assign load_done = (inAddr[ADDR_BIT-1:0] == (outAddr02+row_len));
always @(posedge clk) begin
    if(rst) begin
        cnt <= 0;
    end
	else if((!empty && ren)&&(!full && wen)) begin
		cnt <= (cnt>=stride)? cnt-stride+1 : 1;
	end
    else if(!empty && ren) begin
        cnt <= (cnt>=stride)? cnt-stride : 0;
    end
    else if(!full && wen) begin
        cnt <= cnt+1;
    end
end
always @(posedge clk) begin
    if(rst) begin
        for(i = 0; i < DEPTH; i = i + 1) begin
            mem[i] <= 0;
        end
        inAddr <= 0;
    end
    else if(!full && wen) begin
        mem[inAddr[ADDR_BIT-1:0]] <= in;
        inAddr <= inAddr + 1;
    end
end
assign outAddr21 = outAddr22 + 2'b1;
assign outAddr20 = outAddr22 + 2'b10;
assign outAddr12 = outAddr22 + row_len;
assign outAddr11 = outAddr12 + 2'b1;
assign outAddr10 = outAddr12 + 2'b10;
assign outAddr02 = outAddr12 + row_len;
assign outAddr01 = outAddr02 + 2'b1;
assign outAddr00 = outAddr02 + 2'b10;
always @(posedge clk) begin
    if(rst) begin
        outAddr22 <=0;
    end
    else begin
        if(!empty && ren) begin
            outAddr22 <= (inAddr - outAddr22 >= stride)? (outAddr22 + stride) : inAddr;
            out2[3*WIDTH-1:2*WIDTH] <= mem[outAddr22[ADDR_BIT-1:0]];
            out2[2*WIDTH-1:1*WIDTH] <= mem[outAddr21];
            out2[1*WIDTH-1:0]       <= mem[outAddr20];
            out1[3*WIDTH-1:2*WIDTH] <= mem[outAddr12];
            out1[2*WIDTH-1:1*WIDTH] <= mem[outAddr11];
            out1[1*WIDTH-1:0]       <= mem[outAddr10];
            out0[3*WIDTH-1:2*WIDTH] <= mem[outAddr02];
            out0[2*WIDTH-1:1*WIDTH] <= mem[outAddr01];
            out0[1*WIDTH-1:0]       <= mem[outAddr00];
        end
    end
end
endmodule
==> design/flow/run.sh <==
#!/bin/bash
# OpenROAD 26Q1-2900-gdf79404cd8, Yosys 0.63+post, stock flow scripts
make -C /OpenROAD-flow-scripts/flow DESIGN_CONFIG=/design/flow/config.mk WORK_HOME=/design/flow/orfs finish
==> design/flow/config.mk <==
export PLATFORM = sky130hd
export DESIGN_NAME = ConvoFIFO
export DESIGN_NICKNAME = ConvoFIFO
export VERILOG_FILES = /design/flow/design.v
export SDC_FILE = /design/flow/constraint.sdc
export NUM_CORES = 4
export LEC_CHECK = 1
export CORE_UTILIZATION = 40
==> design/flow/constraint.sdc <==
current_design ConvoFIFO

set clk_period 42.6
set clk_io_pct 0.2

create_clock -name clk0 -period $clk_period [get_ports {clk}]

set non_clock_inputs [all_inputs -no_clocks]
set_input_delay [expr $clk_period * $clk_io_pct] -clock clk0 $non_clock_inputs
set_output_delay [expr $clk_period * $clk_io_pct] -clock clk0 [all_outputs]
==> load_flow_metrics.sql <==
-- flow metrics import
INSERT INTO impl_metrics (metric_group, metric, value, unit) VALUES
('status', 'outcome', 'finished clean', ''),
('floorplanning', 'core_area', '74600', 'µm²'),
('place', 'placedCellCount', '3122', ''),
('finish', 'multi_input_comb_area', '19200', 'µm²'),
('finish', 'most-common-layout-cells', 'sky130_fd_sc_hd__mux4_2 (415), sky130_fd_sc_hd__edfxtp_1 (328), sky130_fd_sc_hd__and2_1 (264), sky130_fd_sc_hd__mux2_2 (236), sky130_fd_sc_hd__mux2i_1 (179)', ''),
('synthesis', 'avgSynthCellArea', '14.0', 'µm²'),
('place', 'detailed_place.area', '32400', 'µm²'),
('synthesis', 'synth_flop_count', '346', ''),
('routing', 'first_pass_iters', '5', ''),
('routing', 'drt_iter0_drc', '1621', ''),
('power_and_ir_drop', 'ir_drop', '0.0505', 'mV'),
('finish', 'top_logic_cell_by_instance_count_in_the_layout', 'sky130_fd_sc_hd__mux4_2', ''),
('finish', 'final_instance_count_without_filler_cells', '3197', ''),
('run', 'max_cap_viol_count', '0', ''),
('synthesis', 'synth-seq-area-share', '0.339', ''),
('cts', 'tritoncts', 'done', ''),
('finish', 'final_layout_size_suffix_gt1_frac', '0.381', ''),
('cts', 'longest_clk_path_bufs', '3', ''),
('global_route', 'first_global_vias', '21888', ''),
('final_timing', 'final_min_period_over_clock_period', '0.527', ''),
('cts', 'cts_resized', '0', ''),
('setup_path', 'worst_setup_path_startpoint', 'row_len[0]', ''),
('cts', 'cts-buffers-inserted', '41', ''),
('setup_path', 'critical_path_class', 'input port to output pin', ''),
('finish', 'final_design_area_no_fill', '33700', 'µm²'),
('synthesis', 'syn_area', '30200', 'µm²'),
('synthesis', 'ys_chip_area', '30200', 'µm²'),
('final_timing', 'report.final.hold_viol_count', '0', ''),
('place', 'last_weighted_congestion_value_of_the_routability_driven_placer', '1.01', ''),
('setup_path', 'critPathMaxFanout', '29', ''),
('final_timing', 'rsz0062_at_grt', 'false', ''),
('floorplanning', 'initCoreUtil', '0.404', ''),
('global_route', 'grt_first_pass_wirelength', '157000', 'µm'),
('setup_path', 'cp.arrival', '13950', 'ps'),
('cts', 'hold_buffers', '0', ''),
('cts', 'clock_insertion_delay_worst_skew', '600', 'ps'),
('synthesis', 'synthCells', '2157', ''),
('finish', 'fillCellCount', '6499', ''),
('global_route', 'pin_count_of_the_biggest_net_entering_global_routing', '115', ''),
('setup_path', 'r2r-start', 'outAddr22[0]$_SDFFE_PP0P_', ''),
('routing', 'post-route-drc-count', '0', ''),
('final_timing', 'fmax', '44.5', 'MHz'),
('power_and_ir_drop', 'design_power_total', '2.62', 'mW'),
('floorplanning', 'ioPinCount', '101', ''),
('run', 'openroad.warnings', '32', ''),
('finish', 'regArea', '10200', 'µm²'),
('final_timing', 'layout_min_cycle_time', '22470', 'ps'),
('synthesis', 'ys_async_rst_share', '0', ''),
('cts', 'ctsHtreeMaxLevel', '2', ''),
('global_route', 'grt_overflow', '0', ''),
('final_timing', 'final.setup_skew', '17.3', 'ps'),
('synthesis', 'synth_cell_types', '65', ''),
('floorplanning', 'floorplan.die.width', '277', 'µm'),
('routing', 'final_antenna_net_count', '0', ''),
('place', 'portBuffers', '100', ''),
('worst_hold_path', 'worst_hold_startpoint', 'cnt[2]$_SDFFE_PP0P_', ''),
('setup_path', 'critical_path.endpoint_type', 'output pin', ''),
('final_timing', 'relSlewSlack', '0.350', ''),
('final_timing', 'timing_worst_slew_pin_value', '972', 'ps'),
('synthesis', 'yosysCellCount', '2157', ''),
('final_timing', 'finalSetupViolCount', '0', ''),
('place', 'dpl.hpwl', '82000', 'µm'),
('final_timing', 'slew_viol_final', '0', ''),
('global_route', 'globalRouteTotalUtil', '0.311', ''),
('power_and_ir_drop', 'leakagePower', '12.1', 'nW'),
('synthesis', 'post_synth_tally_of_flip_flops_with_integrated_enable', '328', ''),
('routing', 'drt-total-wl', '110000', 'µm'),
('cts', 'cts_root_buf', 'sky130_fd_sc_hd__clkbuf_16', ''),
('routing', 'total_via_count_in_the_routed_design', '21033', ''),
('setup_path', 'cp_data_required_time', '34080', 'ps'),
('cts', 'numClockSinks', '346', '');
-- through the flow --
step,hold WS [ps],worst slack [ps]
6_report,576,20130
5_1_grt,624,19740
2_1_floorplan,518,21590
4_1_cts,579,20070
3_3_place_gp,567,20130
3_5_place_dp,556,20070
-- per-layer routing --
| metal | global-route usage | vias up | share of wire |
|---|---|---|---|
| li1 | - | 8790 | - |
| met1 | 0.373 | 10606 | 0.33 |
| met2 | 0.464 | 1353 | 0.47 |
| met3 | 0.169 | 278 | 0.14 |
| met4 | 0.148 | 6 | 0.061 |
| met5 | 0.0469 | - | 0.0027 |
-- worst max-delay path, stage by stage --
cell	delay, ps
sky130_fd_sc_hd__clkdlybuf4s50_1	560
sky130_fd_sc_hd__ha_1	370
sky130_fd_sc_hd__fa_2	540
sky130_fd_sc_hd__buf_4	480
sky130_fd_sc_hd__inv_1	210
sky130_fd_sc_hd__fa_2	440
sky130_fd_sc_hd__xor2_4	170
sky130_fd_sc_hd__buf_4	440
sky130_fd_sc_hd__inv_2	340
sky130_fd_sc_hd__ha_1	420
sky130_fd_sc_hd__a21o_1	180
sky130_fd_sc_hd__a21oi_1	150
sky130_fd_sc_hd__xnor3_1	240
sky130_fd_sc_hd__xnor2_1	140
sky130_fd_sc_hd__nor3_1	240
sky130_fd_sc_hd__clkdlybuf4s50_1	490
-- layout make-up --
type	count	area share
diodes	3	0.000223
clock buffers	44	0.0311
clock inverters	28	0.00842
inverters	28	0.00312
multi-input cells	1600	0.570
flip-flops and latches	346	0.303
well taps	969	0.0360
repair buffers	179	0.0479
-- cells by family after synthesis --
family / share of synthesized area
DFF: 0.339
buffers and inverters: 0.0289
AOI/OAI and AO/OA: 0.0300
and+or+nand+nor: 0.0922
adders and majority gates: 0.0193
muxes: 0.471
xor gates and xnor gates: 0.0203
-- Yosys cell counts (6+ instances only) --
master / number / area, µm²
sky130_fd_sc_hd__xnor2_1: 23 / 201
sky130_fd_sc_hd__clkbuf_1: 96 / 360
sky130_fd_sc_hd__buf_2: 46 / 230
sky130_fd_sc_hd__mux2_2: 236 / 2660
sky130_fd_sc_hd__inv_1: 21 / 78.8
sky130_fd_sc_hd__fa_1: 6 / 120
sky130_fd_sc_hd__o22ai_1: 9 / 56.3
sky130_fd_sc_hd__nand3_1: 18 / 90.1
sky130_fd_sc_hd__buf_1: 35 / 131
sky130_fd_sc_hd__mux2_1: 35 / 394
sky130_fd_sc_hd__xnor2_2: 8 / 130
sky130_fd_sc_hd__xor2_1: 13 / 114
sky130_fd_sc_hd__nand3b_1: 6 / 45.0
sky130_fd_sc_hd__edfxtp_1: 328 / 9850
sky130_fd_sc_hd__mux4_2: 415 / 9350
sky130_fd_sc_hd__a211oi_1: 13 / 97.6
sky130_fd_sc_hd__or2_1: 26 / 163
sky130_fd_sc_hd__o21ai_1: 8 / 40.0
sky130_fd_sc_hd__a21o_1: 11 / 82.6
sky130_fd_sc_hd__buf_4: 6 / 45.0
sky130_fd_sc_hd__o211ai_1: 15 / 113
sky130_fd_sc_hd__a21oi_1: 30 / 150
sky130_fd_sc_hd__nor3_1: 8 / 40.0
sky130_fd_sc_hd__ha_1: 37 / 463
sky130_fd_sc_hd__or2_2: 9 / 56.3
sky130_fd_sc_hd__nand2_1: 49 / 184
sky130_fd_sc_hd__inv_2: 7 / 26.3
sky130_fd_sc_hd__mux2i_1: 179 / 1790
sky130_fd_sc_hd__dfxtp_1: 18 / 360
sky130_fd_sc_hd__and2_1: 264 / 1650
sky130_fd_sc_hd__o21ai_0: 25 / 125
sky130_fd_sc_hd__nor2_1: 91 / 342
-- registers in the layout, summed over array words and instances, names as in the netlist --
register,count
inAddr,6
cnt,6
mem,256
outAddr22,6
out2,24
out1,24
out0,24
-- path summary, 6_finish.rpt --
check / end / slack, ps / depth (start not counted)
worst max register to register: out0[11]$_DFFE_PP_ / 36120 / 12
worst min-delay path: cnt[2]$_SDFFE_PP0P_ / 580 / 2
worst min register to register: cnt[2]$_SDFFE_PP0P_ / 580 / 2
worst max-delay path: load_done / 20130 / 16
-- where the power goes --
group | internal, mW | switching [mW] | leakage, nW
combinational | 0.828 | 0.945 | 7.95
sequential | 0.454 | 0.0429 | 3.47
clock | 0.204 | 0.149 | 0.645
Power figures rest on the tool's default switching activity, not on a simulated workload.
