### run.sh
#!/bin/bash
# OpenROAD 26Q1-2900-gdf79404cd8, Yosys 0.63+post, stock flow scripts
make -C /OpenROAD-flow-scripts/flow DESIGN_CONFIG=/design/flow/config.mk WORK_HOME=/design/flow/orfs finish
### config.mk
export PLATFORM = sky130hd
export DESIGN_NAME = load_weight
export DESIGN_NICKNAME = load_weight
export VERILOG_FILES = /design/flow/design.v
export SDC_FILE = /design/flow/constraint.sdc
export NUM_CORES = 4
export LEC_CHECK = 1
export CORE_AREA = 10 10 327 327
export DIE_AREA = 0 0 337 337
### constraint.sdc
current_design load_weight

set clk_period 18.6
set clk_io_pct 0.2

create_clock -name clk0 -period $clk_period [get_ports {clk}]

set non_clock_inputs [all_inputs -no_clocks]
set_input_delay [expr $clk_period * $clk_io_pct] -clock clk0 $non_clock_inputs
set_output_delay [expr $clk_period * $clk_io_pct] -clock clk0 [all_outputs]
### design.v
`timescale 1ns / 1ps
module load_weight(
clk, rst,
load_start,
weight_size,  
load_end,
weight_end,
weight0,
weight1,
weight2,
weight3,
BRAM_clk,
BRAM_en,
BRAM_rst,
BRAM_din,
BRAM_wen,
BRAM_0_addr,
BRAM_0_dout,
BRAM_1_addr,
BRAM_1_dout,
BRAM_2_addr,
BRAM_2_dout,
BRAM_3_addr,
BRAM_3_dout
    );
    parameter BRAM_ADDR_BIT = 32;
    parameter BRAM_WIDTH = 32;
    parameter WEIGHT_WIDTH = 8;
    parameter BRAM_BYTE = BRAM_ADDR_BIT/8;
    localparam STATE_IDLE = 0;
    localparam STATE_LOAD = 1;
    input                           clk,rst;
    input                           load_start;
    input  [BRAM_ADDR_BIT-1:0]      weight_size;
    output reg                      load_end;
    output [9*WEIGHT_WIDTH-1:0]     weight0;
    output [9*WEIGHT_WIDTH-1:0]     weight1;
    output [9*WEIGHT_WIDTH-1:0]     weight2;
    output [9*WEIGHT_WIDTH-1:0]     weight3;
    output                          weight_end;
    output                          BRAM_clk,BRAM_en,BRAM_rst;
    output [BRAM_WIDTH-1:0]         BRAM_din;
    output [BRAM_BYTE-1:0]          BRAM_wen;
    output reg [BRAM_ADDR_BIT-1:0]  BRAM_0_addr;
    input  [BRAM_WIDTH-1:0]         BRAM_0_dout;
    output reg [BRAM_ADDR_BIT-1:0]  BRAM_1_addr;
    input  [BRAM_WIDTH-1:0]         BRAM_1_dout;
    output reg [BRAM_ADDR_BIT-1:0]  BRAM_2_addr;
    input  [BRAM_WIDTH-1:0]         BRAM_2_dout;
    output reg [BRAM_ADDR_BIT-1:0]  BRAM_3_addr;
    input  [BRAM_WIDTH-1:0]         BRAM_3_dout;
    reg                             state;
    reg                             addr_inc;
    reg     [1:0]                   addr_offset[0:3];
    wire                            load_done;
    reg [WEIGHT_WIDTH-1:0]          weight0_reg [0:8];
    reg [WEIGHT_WIDTH-1:0]          weight1_reg [0:8];
    reg [WEIGHT_WIDTH-1:0]          weight2_reg [0:8];
    reg [WEIGHT_WIDTH-1:0]          weight3_reg [0:8];
    reg                             weight_vld;
    reg     [3:0]                   weight_index;
    integer i;
    assign BRAM_clk = clk;
    assign BRAM_en = 1;
    assign BRAM_rst = 0; 
    assign BRAM_din = 0;
    assign BRAM_wen = 0;
    assign load_done = (weight_index == 7 || weight_index == 8);
    assign weight0 = {weight0_reg[0], weight0_reg[1], weight0_reg[2], weight0_reg[3], weight0_reg[4], weight0_reg[5], weight0_reg[6], weight0_reg[7], weight0_reg[8]};
    assign weight1 = {weight1_reg[0], weight1_reg[1], weight1_reg[2], weight1_reg[3], weight1_reg[4], weight1_reg[5], weight1_reg[6], weight1_reg[7], weight1_reg[8]};
    assign weight2 = {weight2_reg[0], weight2_reg[1], weight2_reg[2], weight2_reg[3], weight2_reg[4], weight2_reg[5], weight2_reg[6], weight2_reg[7], weight2_reg[8]};
    assign weight3 = {weight3_reg[0], weight3_reg[1], weight3_reg[2], weight3_reg[3], weight3_reg[4], weight3_reg[5], weight3_reg[6], weight3_reg[7], weight3_reg[8]};
    assign weight_end = (weight_size-1 == BRAM_0_addr);
    always@(posedge clk) begin
        if(rst) begin
            state <= STATE_IDLE;
            addr_inc <= 0;
            load_end <= 0;
        end
        else begin
            case(state)
                STATE_IDLE: begin
                    if(load_start) begin
                        state <= STATE_LOAD;
                        addr_inc <= 1;
                    end
                    else load_end <= 0;
                end
                STATE_LOAD: begin
                    if(load_done) begin
                        state <= STATE_IDLE;
                        addr_inc <= 0;
                        load_end <= 1;
                    end
                end
            endcase
        end
    end
    always@(posedge clk) begin
        if(rst) begin
            weight_vld <= 0;
        end
        else begin
            weight_vld <= addr_inc;
        end
    end
    always@(posedge clk) begin
        if(rst) begin
            BRAM_0_addr <= 0;
            BRAM_1_addr <= 0;
            BRAM_2_addr <= 0;
            BRAM_3_addr <= 0;
        end
        else begin
            if(addr_inc) begin
                BRAM_0_addr <= BRAM_0_addr + 1;
                BRAM_1_addr <= BRAM_1_addr + 1;
                BRAM_2_addr <= BRAM_2_addr + 1;
                BRAM_3_addr <= BRAM_3_addr + 1;
            end
        end
    end
    always@(posedge clk) begin
        if(rst) begin
            addr_offset[0] <= 0;
            addr_offset[1] <= 0;
            addr_offset[2] <= 0;
            addr_offset[3] <= 0;
        end
        else begin
            addr_offset[0] <= BRAM_0_addr[1:0];
            addr_offset[1] <= BRAM_1_addr[1:0];
            addr_offset[2] <= BRAM_2_addr[1:0];
            addr_offset[3] <= BRAM_3_addr[1:0];
        end
    end
    always@(posedge clk) begin
        if(rst) begin
            for(i=0; i < 9; i=i+1) begin
                weight0_reg[i] <= 0;
                weight1_reg[i] <= 0;
                weight2_reg[i] <= 0;
                weight3_reg[i] <= 0;
            end
            weight_index <= 0;
        end
        else begin
            if(weight_vld) begin
                weight_index <= (weight_index == 8)? 0:weight_index+1;
                weight0_reg[weight_index] <= BRAM_0_dout[{addr_offset[0],3'b0} +: 8];
                weight1_reg[weight_index] <= BRAM_1_dout[{addr_offset[1],3'b0} +: 8];
                weight2_reg[weight_index] <= BRAM_2_dout[{addr_offset[2],3'b0} +: 8];
                weight3_reg[weight_index] <= BRAM_3_dout[{addr_offset[3],3'b0} +: 8];
            end
        end
    end
endmodule
==> flow_metrics.env <==
# physical design summary
export IMPL_postSynthSeqShare=0.628
export IMPL_grt_start_max_net_pins=136
export IMPL_die_w_um=337
export IMPL_cpMostUsedCell="clkbuf_16"
export IMPL_min_path_type="register to register"
export IMPL_synth_top_area_share=0.471
export IMPL_antenna_found_initial=6
export IMPL_path_class="clock port to output port"
export IMPL_io_pins=620
export IMPL_max_stage_delay_ns=0.40
export IMPL_initial_core_util=0.184
export IMPL_tightest_slew_ns=0.873
export IMPL_dieArea_um2=114000
export IMPL_hold_viol=0
export IMPL_fin_worst_skew_ns=0.0353
export IMPL_arrival_ns=9.94
export IMPL_ctsHoldBuffers=0
export IMPL_synth_edff_count=288
export IMPL_cp_required_ns=14.88
export IMPL_portBuffers=581
export IMPL_ys_types=56
export IMPL_cts_setup_buffers=0
export IMPL_start_kind="clock port"
export IMPL_path_max_fanout=2
export IMPL_cts_resized=0
export IMPL_drive_gt1_frac=0.0882
export IMPL_core_um2=99900
export IMPL_slowest_stage="clkdlybuf4s50_1"
export IMPL_slew_viol_final=0
export IMPL_yosys_warnings=2
export IMPL_critPathTopFamily="buffers and inverters"
export IMPL_viasPerCell=3.97
export IMPL_gp_congestion=0.839
export IMPL_final_cell_mix="clkdlybuf4s50_1, nor2_1, edfxtp_1"
export IMPL_route_vias_total=14344
export IMPL_layout_cells_most_common="clkdlybuf4s50_1"
export IMPL_grt_overflow=0
export IMPL_rows=116
export IMPL_post_dp_hpwl_um=57400
export IMPL_ys_flops=432
export IMPL_dr_pass1_iters=4
export IMPL_rsz0062_at_grt="no"
export IMPL_drc=0
export IMPL_tns_ns=0
export IMPL_largest_area_cell="edfxtp_1"
export IMPL_first_iter_violations=808
export IMPL_syn_cell_area_um2=18400
export IMPL_ys_cells=1651
export IMPL_ys_area_um2=18400
export IMPL_wl_per_cell_um=21.5
export IMPL_crit_chain="clkbuf_16, clkbuf_16, clkdlybuf4s50_1"
export IMPL_yosys_top_cells_area="edfxtp_1, dfxtp_1, nor2_1"
export IMPL_synth_area_per_cell_um2=11.1
export IMPL_setup_viol=0
export IMPL_warnings=32
export IMPL_grt_pass1_wl_um=108000
export IMPL_cts_clk_slew_worst_paths_ns=0.06
export IMPL_areaGrowthSynthToFinish_pct=50.5
export IMPL_power_density_nw_per_um2=83.1
export IMPL_grt_pass1_vias=14668
export IMPL_synth_async_reset_ratio=0
export IMPL_outcome="complete, no violations"
export IMPL_slew_headroom=0.414
export IMPL_insertion_delay_ns=0.75
export IMPL_endpoint_kind="output port"
export IMPL_syn_inst=1651
export IMPL_dieHeight_um=337
export IMPL_max_vdd_ir_drop_v=0.0000644
export IMPL_cts_tree="built"
export IMPL_p_leak_nw=9.55
export IMPL_final_antenna_net_count=0
export IMPL_ff_type="edfxtp_1"
export IMPL_grtUsageTotal=0.136
export IMPL_drv_cap=0
export IMPL_wirelength_um=77800
export IMPL_crit_buf_inv=3
export IMPL_utilization=0.277
==> Yosys cell counts (21+ instances only) <==
library cell / n
mux2i_1: 38
edfxtp_1: 288
xnor2_1: 72
xor2_1: 84
nand3_1: 43
o21ai_1: 32
nor2_1: 432
or3_1: 23
and3_1: 27
mux2_2: 32
clkbuf_1: 69
nand2_1: 96
nor3_1: 21
buf_4: 40
dfxtp_1: 144
nand4_1: 28
==> through the flow <==
step                cells  hold WS (ns)  power, mW  area (um2)  setup WS [ns]
global route         3610         0.534       2.39       27600           4.92
CTS                  3610         0.485       2.34       27600           4.91
finish               3613         0.476       2.30       27600           4.94
detailed placement   3511         0.465       1.30       25900           5.21
floorplan            1687         0.416       1.14       18500           5.48
global placement     3511         0.471       1.30       25900           5.21
==> per-layer routing <==
metal	global-route usage	part of all wire
met1	0.168	0.39
met2	0.218	0.47
met3	0.0646	0.12
met4	0.0273	0.024
met5	0	0.00017
==> worst register-to-register path: stages, from the launching register on <==
cell and delay [ns]:
dfxtp_1 0.31, buf_4 0.32, nand4_1 0.43, or4_1 0.72, nor2_1 0.31, nand4_1 0.40
or3_1 0.45, a21oi_1 0.14
==> cells by family after synthesis <==
| family | share of synthesized area |
|---|---|
| buf+inv | 0.0354 |
| other cells | 0.000409 |
| simple gates | 0.186 |
| flops | 0.628 |
| xor+xnor | 0.0744 |
| mux | 0.0403 |
| compound gates | 0.0294 |
| fa+ha+maj | 0.00613 |
==> worst paths after layout <==
check | slack [ns] | start | cells past startpoint | endpoint
max | 4.94 | clk | 3 | BRAM_clk
min reg2reg | 0.48 | load_end | 2 | load_end
max reg2reg | 15.44 | addr_inc | 7 | BRAM_1_addr[29]
min | 0.48 | load_end | 2 | load_end
==> layout make-up <==
class,instances,area (um2)
fillers,10292,72200
multi-input cells,1122,6400
flip-flops and latches,432,11500
well taps,1298,1620
repair buffers,640,6270
diodes,3,7.51
inverters,18,67.6
clock buffers,67,1440
clock inverters,33,307
==> where the power goes <==
part	switching, mW	total [mW]	internal [mW]
combinational	0.107	0.208	0.101
clock	0.436	1.03	0.594
sequential	0.0107	1.06	1.05
total	0.554	2.30	1.74
No activity file was given, so power comes from the tool's default toggle rates.
